<file path="config.mk">
export PLATFORM = sky130hd
export DESIGN_NAME = top
export DESIGN_NICKNAME = top
export VERILOG_FILES = /design/flow/design.v
export SDC_FILE = /design/flow/constraint.sdc
export NUM_CORES = 4
export LEC_CHECK = 1
export CORE_AREA = 10 10 70 70
export DIE_AREA = 0 0 80 80
</file>
<file path="constraint.sdc">
current_design top

set clk_period 2.5
set clk_io_pct 0.2

create_clock -name clk0 -period $clk_period

set non_clock_inputs [all_inputs -no_clocks]
set_input_delay [expr $clk_period * $clk_io_pct] -clock clk0 $non_clock_inputs
set_output_delay [expr $clk_period * $clk_io_pct] -clock clk0 [all_outputs]
</file>
<file path="design.v">
module bcd7seg (
    input  [2:0] b,
    output [7:0] h
);
    wire [7:0] segs[7:0];
    assign segs[0] = 8'b11111101;
    assign segs[1] = 8'b01100000;
    assign segs[2] = 8'b11011010;
    assign segs[3] = 8'b11110010;
    assign segs[4] = 8'b01100110;
    assign segs[5] = 8'b10110110;
    assign segs[6] = 8'b10111110;
    assign segs[7] = 8'b11100000;
    assign h = ~segs[b];
endmodule
module encode83(
    input [7:0] x,
    input       en,
    output[2:0] y,
    output      out
);
    wire [2:0] y_l [8:0];
    wire [8:0] out_l;
    assign y_l[0] = 3'b0;
    assign out_l[0] = 1'b0;
    genvar i;
    wire [2:0] digial[7:0];
    assign digial[0] = 3'h1;
    assign digial[1] = 3'h2;
    assign digial[2] = 3'h3;
    assign digial[3] = 3'h4;
    assign digial[4] = 3'h5;
    assign digial[5] = 3'h6;
    assign digial[6] = 3'h7;
    assign digial[7] = 3'h8;
    generate
        for(i = 0;i < 8 ;i++)begin
            assign y_l[i+1] = y_l[i] |  ((!out_l[i] & x[7-i])? digial[7-i]:3'b0);
            assign out_l[i+1] = out_l[i] | x[7-i];
        end
    endgenerate
    assign y   = en? y_l[8]:3'b0;
    assign out = en? out_l[8]:1'b0;
endmodule
module top(
    input [7:0] x,
    input       en,
    output[2:0] y,
    output      out,
    output[7:0] hex
);
    encode83 U_encode83(
        .x    (x  ),
        .en   (en ),
        .y    (y  ),
        .out  (out)
    );
    bcd7seg U_bcd7seg(
        .b    (y  ),
        .h    (hex)
    );
endmodule
</file>
<file path="run.sh">
#!/bin/bash
# OpenROAD 26Q1-2900-gdf79404cd8, Yosys 0.63+post, stock flow scripts
make -C /OpenROAD-flow-scripts/flow DESIGN_CONFIG=/design/flow/config.mk WORK_HOME=/design/flow/orfs finish
</file>
==> run summary <==
On the backend side, the flow ran end to end.

The run finished with clean final reports. The fmax stands at 412 MHz. The detailed-route DRC error count stands at 0. Per the detail_route report, inserted antenna diodes total 0. Summing all flip-flop and latch instances after layout gives 0 sq um. The number of distinct standard cells referenced by the synthesized netlist stands at 18. The total routing usage reported by global routing stands at 2.93%. The via density per instance stands at 2.99. The critical path endpoint has a required time of 2.00 ns. The routed design shows a wire length per standard cell of 9.02 um.

The area growth from synthesis to layout is 179%. The summed standard-cell area reported by yosys stands at 196 sq um. The finished layout holds 110 standard cells, fillers aside. The register area share after synthesis stands at 0%. The pin count of the biggest net entering global routing stands at 6.

The standard-cell row count stands at 21. Of the available clock period, the critical path in the final layout requires 97.0%. The synthesized netlist was found by Yosys to have 32 cells.

The tally of nets with antenna violations remaining after routing stands at 0. The stage delay of the slowest cell on the critical path stands at 0.47 ns. The total iterations of the first detailed-routing run stands at 2. The transition time at the pin with the least slew margin stands at 0.287 ns. The OpenROAD warning count stands at 33. The total count of hold-check failures in the final report stands at 0. The combined area of all synthesized cells stands at 196 sq um. The I/O pin total stands at 21. The count of buffers inserted at the top-level ports stands at 21. The number of global-route vias before repair was 335.

The vertical die dimension reported for this design is 80 um. The chip occupies 6400 sq um. The HPWL after detailed placement is 935 um. Setup repair after global routing could not meet its margin everywhere.

On the critical path, the stage with the largest delay is an instance of sky130_fd_sc_hd__clkdlybuf4s50_1. The remaining global-route overflow stands at 0. Max fanout on the critical path was recorded as 4.

The layout report lists the multi-input gate area as 200 sq um. The worst setup path is captured at a primary output. The number of placed instances, taps included stands at 109. Per the run summary, max-cap violations total 0. The number of vias in the routed layout stands at 329. Wires add up to 992 um. The number of pins with negative max-slew slack in the final report stands at 0. The worst VDD IR drop from the latest analysis is 0.0135 mV. STA classifies the critical path startpoint as an input pin. Power spread over the standard cell area amounts to 124 nW/um^2. Counting the warning lines in the Yosys log gives 3. The relative max-transition margin stands at 80.7%.

The type recorded for the worst min-delay path is input pin to primary output. The clock buffer count in the final layout stands at 0. For the finished layout, the period the worst path requires is 2.43 ns. The area fraction of the dominant cell type after synthesis stands at 11.5%. The cell area after placement stands at 539 sq um.

The final number of setup-violating endpoints stands at 0. The library cell used most frequently in the layout, excluding fill and tap cells, is sky130_fd_sc_hd__clkdlybuf4s50_1. The worst path arrival time stands at 1.93 ns. Traced cell by cell, the critical path runs through clkdlybuf4s15_2 > nor2b_1 > nor3_2 > o21ai_2 > buf_4 > nor2_1 > clkdlybuf4s50_1. The number of flip-flops and latches stands at 0.

Per the post-synthesis stats, the area per cell is 6.14 sq um. The biggest area contributor in the post-synthesis netlist is sky130_fd_sc_hd__nor2_1. The floorplan step set the die width to 80 um.

The final design instance area without fill stands at 548 sq um. The placement summary gives the final routability congestion estimate as 0.778. At the floorplan stage, the core utilization is reported as 5.75%. The number of antenna violations at the first check in global routing stands at 0. The leakage component of the power was reported as 0.000227 uW. Per the cell usage report, the commonest logic cells after layout are 14 x sky130_fd_sc_hd__clkdlybuf4s50_1, 10 x sky130_fd_sc_hd__buf_4, 5 x sky130_fd_sc_hd__nor2_1.

By area the synthesized netlist is led by sky130_fd_sc_hd__nor2_1 11%, sky130_fd_sc_hd__nor4_4 11%, sky130_fd_sc_hd__o21ai_2 8.9%. Synthesis produced a netlist whose cell count is 32. The final core area utilization stands at 16.0%. The fraction of final layout cells sized beyond drive strength 1 stands at 34.4%.

Hold repair after CTS inserted 0 buffers. Hold is met by 1.62 ns. The first global-routing pass estimated 1.56 mm of wire. The setup path with the least slack is of type input pin to primary output. The number of DRC markers after the initial detailed-route iteration stands at 3. The area of the core stands at 3420 sq um. Per the layout report, the design carries 386 filler cells.
## through the flow
step | TNS (ns) | power, uW | setup slack [ns]
after CTS | 0 | 69.1 | 0.00595
after global placement | -1.62 | 69.4 | -0.246
after global routing | -0.000670 | 74.5 | -0.000670
after detailed placement | -1.76 | 70.2 | -0.276
final | 0 | 67.7 | 0.0739
after floorplan | 0 | 17.6 | 0.798
## cell families (layout without fill, tap and decap cells)
| group | Yosys count | in the layout | synth area share [%] |
|---|---|---|---|
| AND-OR/OR-AND | 8 | 8 | 27.4 |
| XOR/XNOR | 1 | 1 | 4.46 |
| buffers and inverters | 3 | 35 | 5.73 |
| AND/OR/NAND/NOR | 20 | 20 | 62.4 |
## worst paths after layout
path	cells after the start	to	start	slack, ns
max	7	hex[5]	x[4]	0.07
min	5	hex[6]	x[6]	1.62
## per-layer routing
metal | share of wire, % | wire length [um] | up-vias | track usage [%]
met3 | 5.8 | 58 | 0 | 0.341
met5 | 0 | 0 | - | 0
met2 | 58 | 572 | 8 | 5.94
li1 | - | - | 178 | -
met1 | 36 | 361 | 143 | 3.30
met4 | 0 | 0 | 0 | 0
## synth_stat cells, drive strengths merged
library cell  count
nor2              6
a21oi             3
inv               3
nor3              3
o21ai             3
and2              2
nand2             2
nand3             2
nor2b             2
nand2b            1
nor3b             1
nor4              1
o31a              1
o31ai             1
xor2              1
## timing repair
action                     4_1_cts  5_1_grt
resized                         17        4
setup endpoints to repair       11        8
buffers inserted                 1        0
pin swaps                        6        3
## layout make-up
class	count	area share (%)
Timing Repair Buffer	32	50.9
Multi-Input combinational cell	29	36.5
Tap cell	46	10.5
Inverter	3	2.05
## critical path: cells and delay by family
family	cells	cell delay (ns)
simple gates	3	0.50
compound gates	1	0.10
buf+inv	3	0.83
## where the power goes
group          switching (uW)  internal [uW]
Sequential                  0              0
Combinational            25.7           42.1
Clock                       0              0
Power figures rest on the tool's default switching activity, not on a simulated workload.

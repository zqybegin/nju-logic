File: ./config.mk
export PLATFORM = sky130hd
export DESIGN_NAME = ps2_keyboard
export DESIGN_NICKNAME = ps2_keyboard
export VERILOG_FILES = /design/flow/design.v
export SDC_FILE = /design/flow/constraint.sdc
export NUM_CORES = 4
export LEC_CHECK = 1
export CORE_UTILIZATION = 40
File: ./constraint.sdc
current_design ps2_keyboard

set clk_period 4.4
set clk_io_pct 0.2

create_clock -name clk0 -period $clk_period [get_ports {clk}]

set non_clock_inputs [all_inputs -no_clocks]
set_input_delay [expr $clk_period * $clk_io_pct] -clock clk0 $non_clock_inputs
set_output_delay [expr $clk_period * $clk_io_pct] -clock clk0 [all_outputs]
File: ./design.v
module ps2_keyboard(
    input clk,clrn,ps2_clk,ps2_data,
    input nextdata_n,
    output [7:0] data,
    output reg ready,
    output reg overflow      
    );
    reg [9:0] buffer;         
    reg [7:0] fifo[7:0];      
    reg [2:0] w_ptr,r_ptr;    
    reg [3:0] count;          
    reg [2:0] ps2_clk_sync;
    always @(posedge clk) begin
        ps2_clk_sync <=  {ps2_clk_sync[1:0],ps2_clk};
    end
    wire sampling = ps2_clk_sync[2] & ~ps2_clk_sync[1];
    always @(posedge clk) begin
        if (clrn == 0) begin  
            count <= 0; w_ptr <= 0; r_ptr <= 0; overflow <= 0; ready<= 0;
        end
        else begin
            if (sampling) begin
                if (count == 4'd10) begin
                    if ((buffer[0] == 0) && (ps2_data) && (^buffer[9:1])) begin
                        fifo[w_ptr] <= buffer[8:1];   
                        w_ptr <= w_ptr+3'b1;
                        ready <= 1'b1;
                        overflow <= overflow |
                                    (r_ptr == (w_ptr + 3'b1));  
                    end
                    count <= 0;      
                end else begin
                    buffer[count] <= ps2_data;   
                    count <= count + 3'b1;
                end
            end
            if ( ready ) begin  
                if(nextdata_n == 1'b0) begin
                    r_ptr <= r_ptr + 3'b1;
                    if(w_ptr==(r_ptr+1'b1))  
                        ready <= 1'b0;
                end
            end
        end
    end
    assign data = fifo[r_ptr];  
endmodule
File: ./run.sh
#!/bin/bash
# OpenROAD 26Q1-2900-gdf79404cd8, Yosys 0.63+post, stock flow scripts
make -C /OpenROAD-flow-scripts/flow DESIGN_CONFIG=/design/flow/config.mk WORK_HOME=/design/flow/orfs finish
==> results.toml <==
# physical design summary
[synth]
synth.top_cells.by_count = "edfxtp_1, nand2_1, dfxtp_1"
synth-area-yosys_mm2 = 0.00393
synth.most_common_cell = "edfxtp_1"
netlist_area_mm2 = 0.00393
top_cells_by_area = "edfxtp_1, dfxtp_1, mux4_2, mux2_2, ha_1"
top_area_cell = "edfxtp_1"
synth_warnings = 1
yosysCellCount = 248
postSynth.asyncResetShare_pct = 0
postSynthAreaPerCell_um2 = 15.9
synthCells = 248
synth_top_flop_cell = "edfxtp_1"
edf_count = 74
postSynthSeqShare_pct = 65.7
synth_cell_type_count = 41
ys_ff = 92
synthDominantCellAreaShare_pct = 56.5

[global_route]
via_count_of_the_first_global_routing_pass = 2091
number_of_antenna_violations_at_the_first_check_in_global_routing = 0
grt_first_pass_wirelength_um = 10200
track_usage_pct = 13.9
grt-ovfl-total = 0
maximum_number_of_pins_on_one_net_before_global_route_repair = 17

[critical_path]
critPathMaxStageDelay_ps = 770
cp-end-kind = "output port"
crit_required_ps = 3520
critPathArrivalTime_ps = 2570
setup.worst_path.start_class = "flop"
worstPathMaxFanout = 11
cp_cell_sequence = "buf_4, mux4_2, mux2_2, clkdlybuf4s50_1"
timing.setup.critical_path_class = "reg2out"
crit_slowest_cell = "dfxtp_1"

[clock_tree]
clockRootBuffer = "clkbuf_8"
clkSlewWorstSetupHoldPaths_ps = 90
cts.repair_timing.setup_buffer_count = 0
cts.sink_count = 92
number_of_buffers_created_by_cts = 9
cts_resized = 0
clock_latency_ps = 350
cts_tree = "built"
clock_tree.buffer_depth = 2
cts.htree.levels = 3
cts-hold-fix-buffers = 0

[pwr]
pwr_density_cell_mw_per_mm2 = 348
power_leakage_nw = 1.47
irDropWorstVdd_mv = 0.146

[final_timing]
finalCriticalPeriod_ps = 3450
rsz_0062_raised_after_global_routing = "no"
finalMaxSlewViolations = 0
fmax_ghz = 0.290
min_period_over_period_pct = 78.3
worst_pin_slew_ps = 734
finalHoldViolations = 0
setup_viol = 0
fin_tns_setup_ps = 0
final_skew_ps = 11.1
maxSlewHeadroom_pct = 51.0

[final_layout]
area.growth.synth_to_final_pct = 13.5
final.fill_count = 808
final_core_util_pct = 47.6
post_route_cells_drive_above_1_share_pct = 21.2

[routing]
drc = 0
routedWlPerCell_um = 14.9
route.detailed.vias_per_inst = 5.03
detail_route.antenna_diodes = 0
drt-pass1-iter-count = 4
route.vias.total = 2049
dr.first_iter.drc_count = 98
routed_wirelength_um = 6040
postRouteAntennaNets = 0

[floorplan]
die_h_um = 101
chipArea_mm2 = 0.0102
boundaryPins = 15
core_region_area_mm2 = 0.00937
fp.dieW_um = 101
fp_util_pct = 41.9
std_cell_rows = 35

[flow_run]
maxCapViolCount = 0
stage_log_warnings = 29

[placement]
globalplace.congestion = 0.826
post-dp-hpwl_um = 4250
tally_of_buffers_added_on_design_ports = 14

[status]
run_status = "finished clean"

[hold_path]
min_path_type = "reg2reg"
[worst max-delay path, delay by kind of cell, from the launching register on]
kind / cells / cell delay (ps)
multiplexers: 2 / 770
flip-flops: 1 / 770
buffers and inverters: 2 / 700
[stage by stage]
step	hold slack [ps]	setup WS (ps)	area (um2)	std cells	power (mW)
finish	338	954	4460	407	1.55
global route	346	718	4460	407	1.61
CTS	345	860	4460	407	1.57
detailed placement	324	1250	4260	391	1.01
global placement	317	1260	4260	391	1.01
floorplan	310	1630	3930	248	0.998
[power breakdown]
group          total, mW  internal [mW]  switching [mW]
logic             0.0469         0.0204          0.0265
clock network      0.562          0.269           0.293
registers          0.944          0.936         0.00800
total               1.55           1.23           0.327
[final timing paths]
path	startpoint	endpoint	slack [ps]	depth (start not counted)
worst max-delay path	flop	data[6]	950	4
worst min-delay path	ps2_clk_sync[0]$_DFF_P_	ps2_clk_sync[1]$_DFF_P_	340	0
worst max register to register	buffer[5]$_DFFE_PP_	fifo[3][1]$_DFFE_PP_	1820	6
worst min register to register	ps2_clk_sync[0]$_DFF_P_	ps2_clk_sync[1]$_DFF_P_	340	0
[area by class of cell]
type / instances / area [um2] / area share [%]
clock buffers: 10 / 128 / 2.86
clock inverters: 6 / 71.3 / 1.60
inverters: 5 / 18.8 / 0.421
multi-input cells: 142 / 1290 / 28.9
flip-flops and latches: 92 / 2580 / 57.9
well taps: 129 / 161 / 3.62
repair buffers: 23 / 208 / 4.66
[routing by layer]
metal,global-route usage (%),wire length (um),vias up
met5,0,0,-
met4,2.79,112,0
met3,4.69,376,9
met2,20.0,2670,58
met1,22.5,2890,985
li1,-,-,997
[cells by family (layout without fill, tap and decap cells)]
logic type	after synthesis	after routing	share of synthesized area [%]
flops	92	92	65.7
simple gates	67	67	9.20
mux	31	31	13.3
compound gates	20	20	3.72
xor+xnor	17	17	4.36
buf+inv	14	44	1.46
fa+ha+maj	7	7	2.23
[flip-flops by register name, indices dropped and copies added (netlist names), named ones only]
name,cells
w_ptr,3
r_ptr,3
ps2_clk_sync,3
fifo,64
count,4
buffer,10
ready,1
overflow,1
[placed cells by master, fill, tap and decap left out, types with 2 or more instances in the layout]
| cell type | count |
|---|---|
| nand3b_1 | 4 |
| mux2_2 | 11 |
| nor2b_1 | 4 |
| a22o_1 | 6 |
| mux4_2 | 16 |
| clkdlybuf4s50_1 | 14 |
| dfxtp_1 | 18 |
| ha_1 | 7 |
| buf_4 | 9 |
| nor4_1 | 4 |
| clkbuf_8 | 9 |
| xor2_1 | 9 |
| nor2_1 | 11 |
| nand2_1 | 21 |
| and3_1 | 2 |
| nand2b_1 | 3 |
| inv_1 | 5 |
| edfxtp_1 | 74 |
| a21oi_1 | 5 |
| xnor2_1 | 6 |
| nor3_1 | 5 |
| mux2i_1 | 4 |
| clkinvlp_4 | 2 |
| nand3_1 | 4 |
| and2_1 | 2 |
| inv_6 | 3 |
| o21ai_0 | 2 |
Power and IR drop assume default switching activity.

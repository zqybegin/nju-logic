==> design.v <==
module bcd7seg (
    input  [2:0] b,
    output [7:0] h
);
    wire [7:0] segs[7:0];
    assign segs[0] = 8'b11111101;
    assign segs[1] = 8'b01100000;
    assign segs[2] = 8'b11011010;
    assign segs[3] = 8'b11110010;
    assign segs[4] = 8'b01100110;
    assign segs[5] = 8'b10110110;
    assign segs[6] = 8'b10111110;
    assign segs[7] = 8'b11100000;
    assign h = ~segs[b];
endmodule
module random(
    input            clk,
    input            rst,
    input            en,
    input      [7:0] in,
    output reg [7:0] out,
    output     [15:0]hex
);
    reg [7:0] count;
    reg [15:0]ramc;
    always@(posedge clk)begin
        if(en) begin
            out <= in;
            count <= 0;
        end else begin
            out   <= (count != 8'd255)? {ramc[15]^ramc[7]^ramc[0]^out[7]^out[4]^out[1]^out[0],out[7:1]}:out;
            count <= (count != 8'd255)? count + 1:count;
        end
    end
    always@(posedge clk)begin
        if(rst) ramc <= 0;
        else    ramc <= ramc + 1;
    end
    bcd7seg U_bcd7seg_1(
        .b(out[3:0]),
        .h(hex[7:0])
    );
    bcd7seg U_bcd7seg_2(
        .b(out[7:4]),
        .h(hex[15:8])
    );
endmodule
==> constraint.sdc <==
current_design random

set clk_period 2.2
set clk_io_pct 0.2

create_clock -name clk0 -period $clk_period [get_ports {clk}]

set non_clock_inputs [all_inputs -no_clocks]
set_input_delay [expr $clk_period * $clk_io_pct] -clock clk0 $non_clock_inputs
set_output_delay [expr $clk_period * $clk_io_pct] -clock clk0 [all_outputs]
==> run.sh <==
#!/bin/bash
# OpenROAD 26Q1-2900-gdf79404cd8, Yosys 0.63+post, stock flow scripts
make -C /OpenROAD-flow-scripts/flow DESIGN_CONFIG=/design/flow/config.mk WORK_HOME=/design/flow/orfs finish
==> config.mk <==
export PLATFORM = sky130hd
export DESIGN_NAME = random
export DESIGN_NICKNAME = random
export VERILOG_FILES = /design/flow/design.v
export SDC_FILE = /design/flow/constraint.sdc
export NUM_CORES = 4
export LEC_CHECK = 1
export CORE_AREA = 10 10 100 100
export DIE_AREA = 0 0 110 110
==> results.py <==
# Auto-generated metrics
metrics = {
    "global_route": {
        "grtUsageTotal_pct": 5.60,
        "grt_pass1_wl_um": 5530,
        "antenna_found_initial": 0,
        "grt_pass1_vias": 1168,
        "grt_max_degree": 11,
        "gr-total-overflow": 0,
    },
    "synth": {
        "synth.distinct_cells": 40,
        "synthCells": 171,
        "synth_chip_area_um2": 1640,
        "synth-seq-cells": 32,
        "ff_type": "dfxtp_1",
        "ys_cells": 171,
        "synthArstFlopShare_pct": 0,
        "syn-cell-area_um2": 1640,
        "avgSynthCellArea_um2": 9.58,
        "edf_count": 8,
        "yosys_warnings": 4,
        "postSynthSeqShare_pct": 44.0,
    },
    "setup_path": {
        "required_ps": 1760,
        "crit_arrival_ps": 1710,
        "reg2reg_from": "count[0]$_SDFFE_PP0P_",
        "path_cells": "buf_4 -> nand3_1 -> o21ai_0 -> clkdlybuf4s50_1",
        "worstSetupEndpointType": "output port",
        "worstSetupStartpoint": "out[4]$_DFFE_PP_",
        "crit_path_max_incr_delay_ps": 500,
        "start_kind": "flop",
        "critPathMaxFanout": 7,
        "path_class": "flop to output port",
        "cp_slowest_cell": "clkdlybuf4s50_1",
    },
    "floorplan": {
        "die.size.y_um": 110,
        "die-area_um2": 12100,
        "die_w_um": 110,
        "core_area_um2": 7810,
        "floorplan.core_util_pct": 21.0,
        "rows": 32,
        "io_pins": 35,
    },
    "routing": {
        "drtAntennaViolNets": 0,
        "wl_um": 3590,
        "diodes": 0,
        "met3_wirelength_um": 234,
        "via_count": 1320,
        "top_layer_used": "met4",
        "drc_errors": 0,
        "vias_per_cell": 4.14,
        "routed-wl-met2_um": 1640,
        "post_drt_wl_per_cell_um": 11.2,
        "drt-initial-drc-count": 35,
        "met1_length_um": 1650,
        "drt_pass1_iterations": 4,
    },
    "final_timing": {
        "finalHoldViolations": 0,
        "hold_ws_ps": 498,
        "fin_skew_ps": 9.22,
        "slew_viol_final": 0,
        "fin_crit_ps": 2150,
        "relSlewSlack_pct": 73.4,
        "rsz0062_at_grt": "yes",
        "fmax_ghz": 0.466,
        "worst_pin_slew_ps": 397,
        "fin_crit_sh_pct": 97.6,
        "setup_viol": 0,
    },
    "cts": {
        "cts_tree": "done",
        "hold_buffers": 0,
        "clk_pin_slew_ps": 60,
        "numCtsBuffers": 5,
        "clk_latency_ps": 280,
        "cts_buffer_depth": 2,
        "clkSinkCount": 32,
        "htreeDepth": 2,
        "root_buffer": "clkbuf_8",
    },
    "place": {
        "dpl_cell_area_um2": 2070,
        "place.gp.congestion": 0.786,
        "numPortBuffers": 34,
        "dp_hpwl_um": 2440,
    },
    "worst_hold_path": {
        "min_from": "count[2]$_SDFFE_PP0P_",
        "hold_path_class": "flop to flop",
    },
    "cells_and_area": {
        "layout.cells.most_common_list": "clkdlybuf4s50_1, dfxtp_1, nor2_1",
        "area_delta_synth_final_pct": 39.5,
        "drive_gt1_share_pct": 18.0,
        "final_area_um2": 2280,
        "mostFrequentLayoutCell": "clkdlybuf4s50_1",
    },
    "power_and_ir_drop": {
        "leakage_nw": 0.898,
        "p_switching_mw": 0.365,
        "sw_frac_of_total_pct": 24.7,
        "cellInternalPower_mw": 1.11,
        "p_seq_share_pct": 46.4,
        "max-vdd-ir-drop_mv": 0.182,
        "power.density_nw_per_um2": 647,
        "clockPowerShare_pct": 29.4,
        "p_comb_share_pct": 24.2,
    },
    "job": {
        "max_cap_viol_count": 0,
        "tool_warnings": 26,
    },
    "status": {
        "status": "finished, final reports clean",
    },
}
## cell type report
type | count | area (um^2)
inverter | 3 | 11.3
fill | 796 | 5520
multi-input combinational | 125 | 880
clock buffer | 6 | 72.6
tap | 102 | 128
clock inverter | 2 | 11.3
sequential | 32 | 721
timing repair buffer | 49 | 462
## power by group through the flow
stage / Clock [mW] / Combinational [mW] / Sequential, mW
finish: 0.434 / 0.358 / 0.687
global route: 0.486 / 0.393 / 0.693
CTS: 0.451 / 0.304 / 0.690
## kinds of logic after synthesis
| group | Yosys count | share of synthesized area (%) |
|---|---|---|
| simple gates | 74 | 26.9 |
| flops | 32 | 44.0 |
| fa+ha+maj | 2 | 1.53 |
| buf+inv | 14 | 3.90 |
| xor+xnor | 20 | 10.7 |
| mux | 8 | 5.42 |
| compound gates | 21 | 7.56 |
## registers in the layout, summed over array words and instances, names as in the netlist
name,flops
count,8
out,8
ramc,16
## critical path, delay by kind of cell (launching register included)
family                 cells  cell delay [ps]
and+or+nand+nor            1              130
buffers and inverters      2              680
AOI/OAI and AO/OA          1              140
DFF                        1              480
## worst paths after layout
kind | slack (ps) | cells past startpoint | end
max reg2reg | 420 | 4 | out[7]$_DFFE_PP_
min reg2reg | 500 | 1 | count[2]$_SDFFE_PP0P_
max | 50 | 4 | hex[9]
min | 500 | 1 | count[2]$_SDFFE_PP0P_
## cell usage after synthesis (3+ instances only)
library cell	count	area, um^2
a21oi_1	5	25.0
a31oi_1	4	25.0
and3_1	5	31.3
buf_2	3	15.0
clkbuf_1	6	22.5
dfxtp_1	24	480
edfxtp_1	8	240
inv_1	3	11.3
mux2_2	6	67.6
nand2_1	8	30.0
nand2b_1	6	37.5
nand3_1	11	55.1
nor2_1	16	60.1
nor3_1	5	25.0
o21ai_0	7	35.0
or3_1	4	25.0
xnor2_1	11	96.3
xor2_1	9	78.8
## per-stage QoR
stage / TNS (ps) / power [mW] / util, % / worst slack, ps / std cells
2_1_floorplan: 0 / 0.806 / - / 599 / 171
3_3_place_gp: 0 / 0.999 / 26.5 / 310 / 298
3_5_place_dp: 0 / 0.996 / 26.5 / 297 / 298
4_1_cts: 0 / 1.45 / 27.9 / 4.30 / 309
5_1_grt: -67.4 / 1.57 / 29.3 / -37.1 / 319
6_report: 0 / 1.48 / 29.3 / 52.0 / 319
## metal layers
metal,GRT usage [%],up-vias
met4,0.929,0
met1,7.26,610
met5,0,-
met2,9.06,23
li1,-,683
met3,1.88,4
## timing repair
item	in CTS	in global routing
pin swaps	0	1
resized	0	7
gates cloned	0	0
buffers inserted	3	10
setup endpoints to repair	1	3
Power and IR drop assume default switching activity.
